==> design/flow/design.v <==
`timescale 1ns/ 1ps
module conv_decoder_weights_memory(
    input  wire                clk,
    input  wire                rst,
    input  wire                start,
    input  wire        [3: 0]  filter_sel,  
    output reg  signed [17: 0] w,
    output reg                 ready
);
    reg signed [17: 0] ws [0: 15];
    initial begin
        ws[0 ]<=  63; ws[1 ]<= 125; ws[2 ]<=   6; ws[3 ]<=-137; ws[4 ]<=  90;
        ws[5 ]<= -27; ws[6 ]<= 141; ws[7 ]<=  -7; ws[8 ]<=  10; ws[9 ]<=-154;
        ws[10]<=  -1; ws[11]<= -45; ws[12]<= 141; ws[13]<= 128; ws[14]<= -57;
        ws[15]<=-100;
    end
    always@(posedge clk) begin
        if(rst) begin
            w    <=0;
            ready<=0;
        end else if(start) begin
            w    <=ws[filter_sel];
            ready<=1; 
        end
    end
endmodule
==> design/flow/run.sh <==
#!/bin/bash
# OpenROAD 26Q1-2900-gdf79404cd8, Yosys 0.63+post, stock flow scripts
make -C /OpenROAD-flow-scripts/flow DESIGN_CONFIG=/design/flow/config.mk WORK_HOME=/design/flow/orfs finish
==> design/flow/config.mk <==
export PLATFORM = sky130hd
export DESIGN_NAME = conv_decoder_weights_memory
export DESIGN_NICKNAME = conv_decoder_weights_memory
export VERILOG_FILES = /design/flow/design.v
export SDC_FILE = /design/flow/constraint.sdc
export NUM_CORES = 4
export LEC_CHECK = 1
export CORE_AREA = 10 10 70 70
export DIE_AREA = 0 0 80 80
==> design/flow/constraint.sdc <==
current_design conv_decoder_weights_memory

set clk_period 1.3
set clk_io_pct 0.2

create_clock -name clk0 -period $clk_period [get_ports {clk}]

set non_clock_inputs [all_inputs -no_clocks]
set_input_delay [expr $clk_period * $clk_io_pct] -clock clk0 $non_clock_inputs
set_output_delay [expr $clk_period * $clk_io_pct] -clock clk0 [all_outputs]
==> GITHUB_STEP_SUMMARY <==
### Flow metrics

| Metric | Value |
|---|---|
| Status | finished, final reports clean |
| Antenna violations before repair | 0 |
| Worst slack, placed | -0.414 ns |
| Vias in the first global route | 739 |
| Layout cell share with drive strength beyond 1 | 0.383 |
| Leak | 0.589 nW |
| Simple-Gate Fraction of Synth Area | 0.202 |
| Final Cycle Share | 0.953 |
| Die H | 80 um |
| First-pass GRT wire length | 3.22 mm |
| Measured slew at the worst slew-check pin | 0.256 ns |
| Total CTS buffers | 3 |
| Htree depth | 1 |
| Reg-to-reg setup timing slack | 0.45 ns |
| Drt wl/cell | 11.2 um |
| Fin. max-slew vios | 0 |
| CTS tree | built |
| Max-cap violations | 0 |
| # port buffers | 25 |
| Tightest Hold Check Type | flip-flop to flip-flop |
| Combinational share of power | 0.335 |
| Endpoint class of the critical path | flip-flop |
| Pwr Density | 693 nW/um^2 |
| Min Hold Slack | 0.451 ns |
| RePlAce Congestion | 0.825 |
| Fraction of power consumed by sequential logic | 0.425 |
| Row cnt | 21 |
| Detailed Route WL | 1.95 mm |
| CP Max Fanout | 8 |
| Worst Slack Setup Final | 0.0615 ns |
| I/O pin cnt | 26 |
| Mapped Area | 748 sq um |
| Fmax | 0.807 GHz |
| Yosys aoi share | 0.217 |
| Placeable Area | 3420 sq um |
| Total power | 823 uW |
| CTS max path bufs | 2 |
| FFs w/ async S/R, synth | 0 |
| Final HPWL DP | 1.55 mm |
| Die ar. | 6400 sq um |
| Worst Setup SP | start |
| CTS Sinks | 10 |
| Vias post-DR | 722 |
| Syn Inst Count | 88 |
| Clock latency on the worst-skew pair | 0.25 ns |
| Finish-stage setup viols | 0 |
| Flip-flops with a built-in enable | 0 |
| Max-Slew Margin vs Limit | 0.829 |
| Yosys warns | 1 |
| Critical path class | input port to flip-flop |
| Routed vias/inst | 4.15 |
| Final antenna-violating net count | 0 |
| DRT iter0 DRCs | 21 |
| Tally of OpenROAD warnings | 31 |
| Largest logic family | AND-OR/OR-AND gates |
| CTS root buffer | clkbuf_4 |
| Yosys xor share | 0.0117 |
| Total internal power | 607 uW |
| Ant. Diodes | 0 |
| Hold_buf cts | 0 |
| Reg2Reg Depth | 2 |
| Final Hold Fails | 0 |
| Total gr overflow | 0 |
| # Cells Yosys | 88 |
| TritonRoute pass-1 iters | 4 |
| Area grow syn2layout | 58.7% |
| RR Endpoint | w[10] |
| Worst-path clk slew | 0.06 ns |
| Adder share | 0.100 |
| Gr usage total | 0.0585 |
| CP startpoint kind | input port |
| CP Data Required Time | 1.45 ns |
| Mux share of post-synthesis cell area | 0.0268 |
| RSZ-0062 raised after global routing | true |
| Min Tclk post-route | 1.24 ns |
| Die X | 80 um |
| Registers, synthesis | 10 |
| Max rail drop VDD | 0.192 mV |
| Worst setup endpoint | w[3] |
| Syn Area/Cell | 8.50 sq um |
| Net Switching | 216 uW |
| Drt drc | 0 |
| Chip Area, Yosys | 748 sq um |
| Clk_skew | 0 ns |
| Largest net degree at the start of global routing | 12 |
| Sw frac | 0.263 |
| Ys flop type | dfxtp_1 |
| Part of the power in the clock network | 0.240 |
| R2R Path Start | w[10] |
| Starting density of the core | 0.219 |
| Synth Seq Share | 0.268 |
| Critical path arrival | 1.39 ns |
| Synth cell types | 34 |
==> layout make-up <==
class / instances / area, sq um
Clock buffer: 3 / 22.5
Fill cell: 346 / 2230
Inverter: 6 / 22.5
Sequential cell: 10 / 215
Timing Repair Buffer: 51 / 424
Multi-Input combinational cell: 58 / 445
Tap cell: 46 / 57.6
==> power groups by stage <==
stage | Clock, mW | Sequential [mW] | Combinational [mW]
CTS | 0.211 | 0.351 | 0.272
global route | 0.234 | 0.354 | 0.302
finish | 0.198 | 0.350 | 0.276
==> cells by family (layout without fill, tap and decap cells) <==
logic type / after synthesis / in the layout
compound gates: 19 / 19
mux: 2 / 2
buf+inv: 20 / 60
flops: 10 / 10
simple gates: 30 / 30
xor+xnor: 1 / 1
fa+ha+maj: 6 / 6
==> per-layer routing <==
metal / vias up / global-route usage / share of wire
li1: 379 / - / -
met1: 317 / 0.0763 / 0.48
met2: 24 / 0.0923 / 0.40
met3: 2 / 0.0170 / 0.10
met4: 0 / 0.0141 / 0.016
met5: - / 0 / 0
==> cell usage after synthesis, types with 2 or more instances <==
library cell  instances  area share
buf_4                10        0.10
dfxtp_1              10        0.27
nor2_1                9       0.045
nand2_1               8       0.040
ha_1                  6        0.10
inv_1                 6       0.030
a311oi_1              3       0.035
and2_1                3       0.025
a21oi_1               2       0.013
buf_2                 2       0.013
buf_6                 2       0.030
mux2i_1               2       0.027
nor2b_1               2       0.017
o211ai_1              2       0.020
o22ai_1               2       0.017
==> through the flow <==
step	area (sq um)	TNS (ns)	utilization	cells
3_3_place_gp	1110	-3.04	0.324	166
3_5_place_dp	1110	-3.10	0.324	166
5_1_grt	1190	-0.00603	0.348	174
6_report	1190	0	0.348	174
4_1_cts	1170	0	0.343	174
2_1_floorplan	748	0	-	88
==> sequential cells by signal, indices dropped and copies added (netlist names) <==
| register | count |
|---|---|
| ready | 1 |
| w | 9 |
==> worst min-delay path by stage <==
| stage | from | to | cells past startpoint |
|---|---|---|---|
| CTS | ready | ready | 2 |
| global route | ready | ready | 2 |
| finish | ready | ready | 2 |
==> layout by cell type, fill, tap and decap left out, types with 2 or more instances in the layout <==
cell type | Yosys | routed
o211ai_1 | 2 | 2
buf_4 | 10 | 26
inv_1 | 6 | 4
inv_2 | 0 | 2
dlymetal6s2s_1 | 0 | 2
and2_1 | 3 | 3
dfxtp_2 | 0 | 9
nor2b_1 | 2 | 2
nor2_1 | 9 | 9
clkbuf_4 | 0 | 3
clkdlybuf4s50_1 | 0 | 2
dlygate4sd2_1 | 0 | 21
a311oi_1 | 3 | 3
mux2i_1 | 2 | 2
nand2_1 | 8 | 8
ha_1 | 6 | 5
o22ai_1 | 2 | 2
==> worst max-delay path, stage by stage <==
cell             delay, ns
clkdlybuf4s50_1       0.46
buf_4                 0.16
buf_4                 0.12
nand2_1               0.06
o41ai_2               0.32
==> timing repair <==
action                     in CTS  in global routing
pin swaps                       1                  0
cloned                          0                  0
hold endpoints to repair        0                  0
gates resized                  36                  4
buffers inserted                5                  0
setup endpoints to repair      27                  7
Power and IR drop assume default switching activity.
