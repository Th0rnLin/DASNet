**/design/flow/config.mk**
```make
export PLATFORM = sky130hd
export DESIGN_NAME = conv_encoder_weights_memory
export DESIGN_NICKNAME = conv_encoder_weights_memory
export VERILOG_FILES = /design/flow/design.v
export SDC_FILE = /design/flow/constraint.sdc
export NUM_CORES = 4
export LEC_CHECK = 1
export CORE_UTILIZATION = 40
```
**/design/flow/constraint.sdc**
```tcl
current_design conv_encoder_weights_memory

set clk_period 3.3
set clk_io_pct 0.2

create_clock -name clk0 -period $clk_period [get_ports {clk}]

set non_clock_inputs [all_inputs -no_clocks]
set_input_delay [expr $clk_period * $clk_io_pct] -clock clk0 $non_clock_inputs
set_output_delay [expr $clk_period * $clk_io_pct] -clock clk0 [all_outputs]
```
**/design/flow/design.v**
```verilog
`timescale 1ns/ 1ps
module conv_encoder_weights_memory(
    input wire                clk,
    input wire                rst,
    input wire                start,
    input wire        [3: 0]  input_filter,   
    input wire        [3: 0]  output_filter,  
    output reg signed [17: 0] w,
    output reg                ready
);
    reg signed [17: 0] ws [0: 13][0: 15];
    initial begin
        ws[0 ][0 ]<=  267; ws[0 ][1 ]<=  -20; ws[0 ][2 ]<=  151; ws[0 ][3 ]<=   35; ws[0 ][4 ]<= -141;
        ws[0 ][5 ]<=   48; ws[0 ][6 ]<=  408; ws[0 ][7 ]<= -172; ws[0 ][8 ]<=  -80; ws[0 ][9 ]<=  151;
        ws[0 ][10]<=   87; ws[0 ][11]<= -169; ws[0 ][12]<=   58; ws[0 ][13]<= -103; ws[0 ][14]<=  156;
        ws[0 ][15]<= -148;
        ws[1 ][0 ]<=  -93; ws[1 ][1 ]<= -361; ws[1 ][2 ]<= -163; ws[1 ][3 ]<=   67; ws[1 ][4 ]<=  -51;
        ws[1 ][5 ]<= -192; ws[1 ][6 ]<=  229; ws[1 ][7 ]<=  237; ws[1 ][8 ]<=   33; ws[1 ][9 ]<= -301;
        ws[1 ][10]<= -340; ws[1 ][11]<=  -55; ws[1 ][12]<=  -48; ws[1 ][13]<= -288; ws[1 ][14]<=  305;
        ws[1 ][15]<=  240;
        ws[2 ][0 ]<=  -60; ws[2 ][1 ]<=  296; ws[2 ][2 ]<=-1570; ws[2 ][3 ]<=  701; ws[2 ][4 ]<=   10;
        ws[2 ][5 ]<=  698; ws[2 ][6 ]<=  855; ws[2 ][7 ]<=  880; ws[2 ][8 ]<= -886; ws[2 ][9 ]<=  389;
        ws[2 ][10]<=  862; ws[2 ][11]<= -129; ws[2 ][12]<=-1738; ws[2 ][13]<= -199; ws[2 ][14]<=-1090;
        ws[2 ][15]<= -921;
        ws[3 ][0 ]<=   39; ws[3 ][1 ]<= -108; ws[3 ][2 ]<=  285; ws[3 ][3 ]<= -190; ws[3 ][4 ]<= -112;
        ws[3 ][5 ]<=  -27; ws[3 ][6 ]<=  212; ws[3 ][7 ]<= -168; ws[3 ][8 ]<=  153; ws[3 ][9 ]<= -188;
        ws[3 ][10]<=  -40; ws[3 ][11]<=  -55; ws[3 ][12]<=   66; ws[3 ][13]<=  -44; ws[3 ][14]<=   51;
        ws[3 ][15]<= -110;
        ws[4 ][0 ]<=  139; ws[4 ][1 ]<= -182; ws[4 ][2 ]<=  -24; ws[4 ][3 ]<=  122; ws[4 ][4 ]<=  187;
        ws[4 ][5 ]<=  -70; ws[4 ][6 ]<=   66; ws[4 ][7 ]<=  172; ws[4 ][8 ]<=   13; ws[4 ][9 ]<=  -41;
        ws[4 ][10]<=   11; ws[4 ][11]<=  162; ws[4 ][12]<=   64; ws[4 ][13]<=  -18; ws[4 ][14]<=  -95;
        ws[4 ][15]<=  -90;
        ws[5 ][0 ]<=   46; ws[5 ][1 ]<=  119; ws[5 ][2 ]<=  -61; ws[5 ][3 ]<= -180; ws[5 ][4 ]<=  154;
        ws[5 ][5 ]<=  -29; ws[5 ][6 ]<=   44; ws[5 ][7 ]<= -162; ws[5 ][8 ]<=  171; ws[5 ][9 ]<= -127;
        ws[5 ][10]<=  -69; ws[5 ][11]<=   50; ws[5 ][12]<= -104; ws[5 ][13]<= -117; ws[5 ][14]<=  231;
        ws[5 ][15]<=  237;
        ws[6 ][0 ]<= -502; ws[6 ][1 ]<= -151; ws[6 ][2 ]<=  -39; ws[6 ][3 ]<=  523; ws[6 ][4 ]<= -603;
        ws[6 ][5 ]<=  678; ws[6 ][6 ]<=  490; ws[6 ][7 ]<= -189; ws[6 ][8 ]<=-1093; ws[6 ][9 ]<=  173;
        ws[6 ][10]<=  -47; ws[6 ][11]<= -766; ws[6 ][12]<=  -12; ws[6 ][13]<=  620; ws[6 ][14]<=  233;
        ws[6 ][15]<= -267;
        ws[7 ][0 ]<=  -94; ws[7 ][1 ]<=  -86; ws[7 ][2 ]<=  -70; ws[7 ][3 ]<=  -97; ws[7 ][4 ]<=   16;
        ws[7 ][5 ]<=   73; ws[7 ][6 ]<=  463; ws[7 ][7 ]<=  277; ws[7 ][8 ]<= -115; ws[7 ][9 ]<= -215;
        ws[7 ][10]<=   57; ws[7 ][11]<=  108; ws[7 ][12]<=  -89; ws[7 ][13]<= -158; ws[7 ][14]<= -158;
        ws[7 ][15]<=  178;
        ws[8 ][0 ]<=  303; ws[8 ][1 ]<= -199; ws[8 ][2 ]<=  120; ws[8 ][3 ]<=   78; ws[8 ][4 ]<= -181;
        ws[8 ][5 ]<=  -14; ws[8 ][6 ]<= -171; ws[8 ][7 ]<=   73; ws[8 ][8 ]<=   34; ws[8 ][9 ]<=  -33;
        ws[8 ][10]<=  327; ws[8 ][11]<=  309; ws[8 ][12]<=   66; ws[8 ][13]<= -107; ws[8 ][14]<=  -83;
        ws[8 ][15]<=    5;
        ws[9 ][0 ]<=  190; ws[9 ][1 ]<=  503; ws[9 ][2 ]<=  -58; ws[9 ][3 ]<=   62; ws[9 ][4 ]<=  393;
        ws[9 ][5 ]<=  418; ws[9 ][6 ]<=  819; ws[9 ][7 ]<=  450; ws[9 ][8 ]<= -859; ws[9 ][9 ]<= -153;
        ws[9 ][10]<=  585; ws[9 ][11]<=   90; ws[9 ][12]<= -460; ws[9 ][13]<=    2; ws[9 ][14]<= -568;
        ws[9 ][15]<= -899;
        ws[10][0 ]<= -290; ws[10][1 ]<=   15; ws[10][2 ]<=  112; ws[10][3 ]<=  -74; ws[10][4 ]<=  118;
        ws[10][5 ]<=  -89; ws[10][6 ]<=  108; ws[10][7 ]<=  -23; ws[10][8 ]<=   73; ws[10][9 ]<= -156;
        ws[10][10]<= -166; ws[10][11]<= -266; ws[10][12]<=   48; ws[10][13]<= -137; ws[10][14]<= -165;
        ws[10][15]<=  127;
        ws[11][0 ]<= -163; ws[11][1 ]<= -177; ws[11][2 ]<=   15; ws[11][3 ]<= -143; ws[11][4 ]<=  -46;
        ws[11][5 ]<=  101; ws[11][6 ]<= -100; ws[11][7 ]<= -196; ws[11][8 ]<=   -9; ws[11][9 ]<=   67;
        ws[11][10]<=  -31; ws[11][11]<=   92; ws[11][12]<=  -63; ws[11][13]<=  109; ws[11][14]<=   -6;
        ws[11][15]<=   62;
        ws[12][0 ]<= -110; ws[12][1 ]<= -156; ws[12][2 ]<=    1; ws[12][3 ]<=  -15; ws[12][4 ]<=  120;
        ws[12][5 ]<=   52; ws[12][6 ]<= -176; ws[12][7 ]<=  105; ws[12][8 ]<=   38; ws[12][9 ]<= -170;
        ws[12][10]<=   58; ws[12][11]<=  -11; ws[12][12]<=   51; ws[12][13]<= -251; ws[12][14]<=   50;
        ws[12][15]<=  374;
        ws[13][0 ]<= -373; ws[13][1 ]<= -586; ws[13][2 ]<=  156; ws[13][3 ]<=  390; ws[13][4 ]<= -432;
        ws[13][5 ]<=  518; ws[13][6 ]<= -147; ws[13][7 ]<= -165; ws[13][8 ]<= -934; ws[13][9 ]<=  352;
        ws[13][10]<= -180; ws[13][11]<=-1063; ws[13][12]<=   16; ws[13][13]<=  631; ws[13][14]<=  179;
        ws[13][15]<= -535;
    end
    always@(posedge clk) begin
        if(rst) begin
            w    <=0;
            ready<=0;
        end else if(start) begin
            w    <=ws[input_filter][output_filter];
            ready<=1; 
        end
    end
endmodule
```
**/design/flow/run.sh**
```bash
#!/bin/bash
# OpenROAD 26Q1-2900-gdf79404cd8, Yosys 0.63+post, stock flow scripts
make -C /OpenROAD-flow-scripts/flow DESIGN_CONFIG=/design/flow/config.mk WORK_HOME=/design/flow/orfs finish
```
==> metrics.csv <==
stage;metric;value;unit
sta;max_clock_freq;0.308;GHz
hold_path;worstHoldPathCells;2;
power;power.share.sequential;15.4;%
floorplanning;die_y;107;µm
grt;grt_use_total;43.6;%
yosys;edf_count;0;
detailed_routing;wl;24.3;mm
yosys;synth_area;4450;µm²
clock_network;htree_levels;1;
grt;use_met1;59.5;%
yosys;ys_sh_simple;28.6;%
setup_path;critPathMaxFanout;8;
floorplanning;initial_core_util;41.0;%
grt;grt_pass1_wl;36.3;mm
yosys;aoi_share;44.8;%
clock_network;holdBufCountCts;0;
detailed_routing;dr.first_iter.drc_count;906;
floorplanning;io_pins;30;
grt;antenna_found_initial;0;
yosys;async_flop_share;0;%
setup_path;r2r_end;w[6];
final_layout;final_cells;866;
clock_network;worstSkewPairLatency;0.25;ns
power;p_sw;595;µW
sta;slew_violations;0;
yosys;syn_inst;684;
yosys;ys_area;4450;µm²
final_layout;layout_top_cell;buf_4;
sta;grt_setup_unrepaired;false;
yosys;mux_share;4.16;%
floorplanning;coreArea;10800;µm²
yosys;synth_cell_types;82;
sta;final-setup-viol-count;0;
sta;hold_viol;0;
place;portBuffers;29;
yosys;flop_cell;dfxtp_1;
clock_network;cts_setup_buffers;0;
setup_path;critical_path_class;input pin to flip-flop;
detailed_routing;via_count;6207;
power;p_clk_share;13.4;%
place;dp_cells;862;
yosys;yosys_cells;684;
sta;finalClockPeriodUsage;98.3;%
grt;grt.busiest_layer;met2;
yosys;xor_area_share;0.394;%
yosys;ys_warn_count;1;
clock_network;cts_buffers;3;
yosys;postSynthAreaPerCell;6.50;µm²
hold_path;hold_path.class;flip-flop to flip-flop;
sta;slew_headroom;44.5;%
clock_network;cts_buffer_depth;2;
status;status;complete, no violations;
power;p_sw_share;49.8;%
setup_path;cp_data_required_time;3.48;ns
floorplanning;rows;38;
sta;tightestPinTransition;0.822;ns
setup_path;r2r_slack;2.21;ns
yosys;ys_ff;13;
power;ir_worst_vdd;0.149;mV
grt;grt_pass1_vias;5721;
setup_path;setup.worst_path.start_class;input pin;
yosys;ys_seq_share;5.85;%
run;cap_violations;0;
hold_path;min_to;ready;
clock_network;cts_tree;built;
run;warnings;37;
detailed_routing;wl_per_cell;28.0;µm
final_layout;fillers;1123;
final_layout;lay_top_cells;buf_4, nand2_1, o21ai_0, nor2_1, a21oi_1;
yosys;fa_ha_area_share;3.94;%
final_layout;layout-drive-gt1-share;17.8;%
floorplanning;chipArea;11500;µm²
setup_path;reg2reg_depth;4;
clock_network;cts-root-buf;clkbuf_8;
detailed_routing;drc_errors;0;
grt;use_met2;61.9;%
place;dp_hpwl;17.7;mm
power;comb_power_share;71.1;%
power;total_leakage_power;0.00205;µW
detailed_routing;ant_nets;0;
power;power_density;225;nW/µm²
detailed_routing;antenna_cells;0;
final_layout;syn2layout_area_growth;19.6;%
sta;period_minus_slack;3.24;ns
power;p_int;601;µW
grt;met3_usage;12.2;%
sta;clock_skew;0;ns
grt;overflow;0;
setup_path;r2r_start;w[6];
setup_path;cp-end-kind;flip-flop;
clock_network;clk_pin_slew;0.06;ns
detailed_routing;drt_pass1_iterations;7;
sta;whs;0.475;ns
place;place.gp.congestion;1.10;
hold_path;hold_start;ready;
detailed_routing;vias_per_cell;7.17;
floorplanning;die_x;107;µm
clock_network;cts.sinks;13;
yosys;logic_family;AND-OR/OR-AND gates;
setup_path;cp.arrival;3.43;ns
grt;grt_max_degree;89;
power by group through the flow:
stage	Sequential, µW	Clock [µW]	Combinational [µW]
after CTS	185	162	816
after global routing	187	175	888
final	185	160	851
Yosys cell counts, types with 8 or more instances:
library cell / number / area share (%)
a211oi_1: 12 / 2.0
a21o_1: 8 / 1.4
a21oi_1: 47 / 5.3
a311oi_1: 18 / 3.5
a31oi_1: 18 / 2.5
and2_1: 8 / 1.1
buf_2: 37 / 4.2
buf_4: 14 / 2.4
buf_6: 8 / 2.0
clkbuf_1: 28 / 2.4
dfxtp_1: 13 / 5.9
ha_1: 14 / 3.9
inv_1: 11 / 0.93
nand2_1: 67 / 5.7
nand2b_1: 29 / 4.1
nand3_1: 28 / 3.2
nor2_1: 57 / 4.8
nor2b_1: 18 / 2.5
nor3_1: 15 / 1.7
o211ai_1: 14 / 2.4
o21ai_0: 57 / 6.4
o221ai_1: 9 / 1.8
o311ai_0: 10 / 2.0
per-layer routing:
layer,vias to the layer above,share of wire (%)
li1,2693,-
met1,2894,38
met3,117,14
met2,503,41
met5,-,0
met4,0,6.9
registers in the layout, indices dropped and copies added, names as in the netlist:
name,cells
ready,1
w,12
cell type report:
cell class | instances | area [µm²] | share of cell area (%)
Sequential cell | 13 | 260 | 4.89
Timing Repair Buffer | 129 | 1150 | 21.6
Inverter | 12 | 45.0 | 0.847
Multi-Input combinational cell | 568 | 3640 | 68.5
Clock buffer | 4 | 45.0 | 0.847
Tap cell | 140 | 175 | 3.29
worst max-delay path by stage:
stage                            start   end  slack (ns)  cells after the start
after CTS             output_filter[0]  w[3]        0.14                     11
after global routing  output_filter[0]  w[3]        0.01                     11
final                 output_filter[0]  w[5]        0.06                     11
critical path, cell delays in order:
cell             delay, ns
clkdlybuf4s50_1       0.46
inv_1                 0.17
buf_4                 0.20
ha_1                  0.45
nand2b_1              0.28
nor2_1                0.29
a211oi_1              0.10
o311ai_1              0.32
buf_4                 0.19
o311ai_1              0.13
a2bb2oi_1             0.16
kinds of logic after synthesis:
kind of cell,Yosys count
compound gates,282
xor+xnor,2
fa+ha+maj,14
buf+inv,103
flops,13
mux,13
simple gates,257
metrics by stage:
step	utilization (%)	cell area, µm²	total power [µW]	setup TNS, ns	setup WS (ns)
finish	49.1	5320	1200	0	0.0550
global route	49.1	5320	1250	0	0.0110
CTS	49.1	5320	1160	0	0.145
detailed placement	48.6	5270	1000	-0.291	-0.118
global placement	48.6	5270	1010	-0.324	-0.143
floorplan	-	4450	660	0	0.379
what timing repair did:
action | CTS | global route
resized | 0 | 1
endpoints found under the hold margin | 0 | 0
setup endpoints to repair | 0 | 1
Power is estimated from default activity; no workload was simulated.
