$ cat flow/config.mk
export PLATFORM = sky130hd
export DESIGN_NAME = dsconv_block_line_buffer
export DESIGN_NICKNAME = dsconv_block_line_buffer
export VERILOG_FILES = /design/flow/design.v
export SDC_FILE = /design/flow/constraint.sdc
export NUM_CORES = 4
export LEC_CHECK = 1
export CORE_UTILIZATION = 50
$ cat flow/constraint.sdc
current_design dsconv_block_line_buffer

set clk_period 72.7
set clk_io_pct 0.2

create_clock -name clk0 -period $clk_period [get_ports {clk}]

set non_clock_inputs [all_inputs -no_clocks]
set_input_delay [expr $clk_period * $clk_io_pct] -clock clk0 $non_clock_inputs
set_output_delay [expr $clk_period * $clk_io_pct] -clock clk0 [all_outputs]
$ cat flow/design.v
`timescale 1ns/ 1ps
module dsconv_block_line_buffer(
    input  wire                clk,
    input  wire                rst,
    input  wire                start,
    input  wire signed [17: 0] input_pixel,
    output reg  signed [17: 0] x0, x1, x2, x3, x4, x5, x6, x7, x8, x9, x10, x11, x12, x13, x14, x15, x16, x17, x18, x19, x20, x21, x22, x23, x24, x25, x26, x27, x28, x29, x30, x31, x32, x33, x34, x35, x36, x37, x38, x39, x40, x41, x42, x43, x44, x45, x46, x47, x48,
    output reg                 ready
);
    reg [7: 0] row, col;
    integer i;
    reg signed [17: 0] buffer [0: 426];
    always@(posedge clk) begin
        if(rst) begin
            for(i=0; i<=426; i=i+1) begin
                buffer[i]<=0;
            end
        end else if(start) begin
            buffer[426]<=input_pixel;
            for(i=0; i<426; i=i+1) begin
                buffer[i]<=buffer[i+1];
            end
        end
    end
    always@(posedge clk) begin
        if(rst) begin
            x0 <=0; x1 <=0; x2 <=0; x3 <=0; x4 <=0; x5 <=0; x6 <=0; 
            x7 <=0; x8 <=0; x9 <=0; x10<=0; x11<=0; x12<=0; x13<=0; 
            x14<=0; x15<=0; x16<=0; x17<=0; x18<=0; x19<=0; x20<=0; 
            x21<=0; x22<=0; x23<=0; x24<=0; x25<=0; x26<=0; x27<=0; 
            x28<=0; x29<=0; x30<=0; x31<=0; x32<=0; x33<=0; x34<=0; 
            x35<=0; x36<=0; x37<=0; x38<=0; x39<=0; x40<=0; x41<=0; 
            x42<=0; x43<=0; x44<=0; x45<=0; x46<=0; x47<=0; x48<=0;
            ready<=0;
        end else if(start) begin
            if((row>=7&&col>=7)&&(row<=70&&col<=186)) begin
                x0 <=buffer[0  ]; x1 <=buffer[1  ]; x2 <=buffer[2  ]; x3 <=buffer[3  ]; x4 <=buffer[4  ]; x5 <=buffer[5  ]; x6 <=buffer[6  ];
                x7 <=buffer[70 ]; x8 <=buffer[71 ]; x9 <=buffer[72 ]; x10<=buffer[73 ]; x11<=buffer[74 ]; x12<=buffer[75 ]; x13<=buffer[76 ];
                x14<=buffer[140]; x15<=buffer[141]; x16<=buffer[142]; x17<=buffer[143]; x18<=buffer[144]; x19<=buffer[145]; x20<=buffer[146];
                x21<=buffer[210]; x22<=buffer[211]; x23<=buffer[212]; x24<=buffer[213]; x25<=buffer[214]; x26<=buffer[215]; x27<=buffer[216];
                x28<=buffer[280]; x29<=buffer[281]; x30<=buffer[282]; x31<=buffer[283]; x32<=buffer[284]; x33<=buffer[285]; x34<=buffer[286];
                x35<=buffer[350]; x36<=buffer[351]; x37<=buffer[352]; x38<=buffer[353]; x39<=buffer[354]; x40<=buffer[355]; x41<=buffer[356];
                x42<=buffer[420]; x43<=buffer[421]; x44<=buffer[422]; x45<=buffer[423]; x46<=buffer[424]; x47<=buffer[425]; x48<=buffer[426];
                ready<=1;
            end else begin
                x0 <=0; x1 <=0; x2 <=0; x3 <=0; x4 <=0; x5 <=0; x6 <=0; 
                x7 <=0; x8 <=0; x9 <=0; x10<=0; x11<=0; x12<=0; x13<=0; 
                x14<=0; x15<=0; x16<=0; x17<=0; x18<=0; x19<=0; x20<=0; 
                x21<=0; x22<=0; x23<=0; x24<=0; x25<=0; x26<=0; x27<=0; 
                x28<=0; x29<=0; x30<=0; x31<=0; x32<=0; x33<=0; x34<=0; 
                x35<=0; x36<=0; x37<=0; x38<=0; x39<=0; x40<=0; x41<=0; 
                x42<=0; x43<=0; x44<=0; x45<=0; x46<=0; x47<=0; x48<=0;
                ready<=0;
            end
        end
    end
    always@(posedge clk) begin
        if(rst) begin
            row<=0;
            col<=1;
        end else if(start) begin
            if(row<70) begin
                row<=row+1;
            end else begin
                row<=1;
                if(col<186) begin
                    col<=col+1;
                end else begin
                    col<=1;
                end
            end
        end
    end
endmodule
$ cat flow/run.sh
#!/bin/bash
# OpenROAD 26Q1-2900-gdf79404cd8, Yosys 0.63+post, stock flow scripts
make -C /OpenROAD-flow-scripts/flow DESIGN_CONFIG=/design/flow/config.mk WORK_HOME=/design/flow/orfs finish
==> flow_metrics.py <==
# Flow results
metrics = {
    "logic_synthesis": {
        "avgSynthCellArea_um2": 10.5,
        "numSynthFlops": 8585,
        "ys_async_sr_fraction_pct": 0,
        "synth_area_leader_cell": "dfxtp_1",
        "ys_seq_share_pct": 57.3,
        "ys_cells": 28700,
        "ys.warnings.count": 2,
        "top_cell_area_share_pct": 57.3,
        "synthTopCellsByArea": "dfxtp_1, mux2i_1, nor2_1, o31ai_1, buf_2",
        "ys_chip_area_um2": 300000,
        "synth_cell_types": 38,
        "synth.cell_area_um2": 300000,
        "synth-edff-count": 0,
        "netlist_instances": 28700,
        "ff_type": "dfxtp_1",
    },
    "clocking": {
        "clk_latency_ps": 1130,
        "cts.sinks": 8585,
        "clockBufferDepth": 4,
        "cts_made_buffers": 856,
        "root_buffer": "clkbuf_16",
        "cts_tree": "yes",
        "cts_resized": 0,
        "ctsHoldBuffers": 0,
        "cts_setup_buffers": 0,
        "htree_levels": 6,
        "path_clk_slew_ps": 60,
    },
    "setup_path": {
        "critical_path_class": "in -> reg",
        "path_max_fanout": 109,
        "worstPathArrival_ps": 22200,
        "r2r-end": "x7[4]$_SDFFE_PP0P_",
        "required_ps": 73660,
        "critPathCaptureType": "register",
        "start_kind": "input port",
        "r2r_slack_ps": 64470,
        "r2r_start": "col[1]$_SDFFE_PP0P_",
        "worstRegToRegCells": 15,
    },
    "layout": {
        "largest_reg_flops": 7686,
        "drive_above_1_share_pct": 5.62,
        "regMostFlops": "buffer",
        "fillers": 48900,
        "areaGrowthSynthToFinish_pct": 14.0,
        "fin_cells": 37500,
        "final_core_util_pct": 57.2,
    },
    "global_routing": {
        "use_met3_pct": 3.60,
        "grtUsageMet1_pct": 34.1,
        "grt_pass1_vias": 169000,
        "grt_start_max_net_pins": 167,
        "met2_usage_pct": 25.5,
        "overflow": 0,
        "busiest_layer": "met1",
        "grt_pass1_wl_mm": 922,
        "grt_antenna_before_repair": 22,
        "grtUsageTotal_pct": 19.2,
    },
    "timing": {
        "setup_ws_ps": 51460,
        "period_used_pct": 29.2,
        "min_period_ps": 21240,
        "finClkSkew_ps": 65.8,
        "fmax_mhz": 47.1,
        "hold_violations": 0,
        "fin_setup_tns_ps": 0,
        "worst_slew_pin_slew_ps": 869,
        "setup_viol_count_final": 0,
        "slew_violations": 0,
        "rsz0062_at_grt": "no",
        "slew_headroom_pct": 42.1,
    },
    "power_and_ir_drop": {
        "leakagePower_nw": 146,
        "p_per_area_nw_per_um2": 27.4,
        "ir_worst_vdd_mv": 0.0257,
        "p_total_mw": 9.39,
    },
    "floorplan": {
        "rows": 284,
        "die-area_um2": 603000,
        "pin_count": 904,
        "fp-utilization_pct": 50.2,
        "die_w_um": 777,
        "chipHeight_um": 777,
        "core-area_um2": 598000,
    },
    "placed_design": {
        "place_hpwl_mm": 346,
        "gp_congestion": 0.852,
        "io_buffers": 903,
        "pre_cts_slack_ps": 50340,
        "dp.cells": 35900,
    },
    "outcome": {
        "status": "finished, final reports clean",
    },
    "run": {
        "warning_count": 91,
        "drv_cap": 0,
    },
    "detailed_routing": {
        "finalWirelength_mm": 569,
        "ant_nets": 0,
        "num_vias": 183000,
        "wl_per_cell_um": 15.2,
        "dr.pass1.iters": 33,
        "drc": 0,
        "drtIter0Drc": 10700,
        "viasPerCell": 4.90,
    },
    "min_path": {
        "hp-start": "x10[0]$_SDFFE_PP0P_",
        "holdPathEnd": "x10[0]$_SDFFE_PP0P_",
        "holdPathStages": 2,
        "hold_class": "reg -> reg",
    },
}
area by class of cell:
cell class	instances	area (um2)	share of cell area [%]
inverters	888	3330	0.974
repair buffers	1223	11800	3.46
well taps	8008	10000	2.93
flip-flops and latches	8585	172000	50.2
clock buffers	1312	25500	7.46
clock inverters	236	3320	0.970
multi-input cells	17200	116000	34.0
diodes	7	17.5	0.00512
power breakdown:
part,total (mW),internal (mW),switching (mW)
Combinational,0.282,0.0983,0.183
Clock,4.40,2.56,1.84
Sequential,4.71,4.71,0.00140
cells by family (layout without fill, tap and decap cells):
kind of cell | Yosys count | after routing | synth area share (%)
xor+xnor | 2 | 2 | 0.00584
compound gates | 922 | 922 | 2.30
flops | 8585 | 8585 | 57.3
buf+inv | 2893 | 3659 | 4.00
fa+ha+maj | 4 | 4 | 0.0167
other cells | 0 | 7 | 0
mux | 7686 | 7686 | 25.6
simple gates | 8609 | 8609 | 10.8
per-layer routing:
layer | share of wire [%] | vias up
li1 | - | 95700
met1 | 53 | 84600
met2 | 40 | 2362
met3 | 4.9 | 869
met4 | 2.2 | 0
met5 | 0 | -
per-stage QoR:
| stage | hold WS [ps] | area (um2) |
|---|---|---|
| floorplan | 401 | 300000 |
| global placement | 433 | 313000 |
| detailed placement | 438 | 313000 |
| CTS | 446 | 342000 |
| global route | 470 | 342000 |
| finish | 448 | 342000 |
cell usage in the layout (no fill, tap or decap), types with 28 or more instances in the layout:
master	count
buf_12	28
buf_4	292
bufinv_16	40
clkbuf_1	219
clkbuf_16	857
clkbuf_8	236
clkdlybuf4s50_1	901
clkinv_16	34
clkinv_2	126
dfxtp_1	8585
inv_1	888
mux2i_1	7686
nand2_1	892
nor2_1	7692
o31ai_1	882
synthesized netlist by cell type, types with 6 or more instances:
master    number
a21oi_1        6
buf_1        124
buf_2        905
clkbuf_1     973
dfxtp_1     8585
inv_1        888
mux2i_1     7686
nand2_1      892
nor2_1      7693
nor3_1         7
o21ai_0        7
o31ai_1      882
worst max-delay path, cell delays in order:
cell     delay (ps)
buf_16          270
buf_4           640
buf_4           680
buf_4           670
buf_4           650
buf_4           680
buf_4           640
buf_4           670
buf_12          540
buf_4           690
buf_4           690
mux2i_1         270
nor2_1           50
worst max path at each step:
stage,from,end,cells after the start
6_report,start,buffer[327][14]$_SDFFE_PP0P_,13
5_1_grt,start,buffer[309][14]$_SDFFE_PP0P_,13
4_1_cts,start,buffer[313][14]$_SDFFE_PP0P_,13
Power is estimated from default activity; no workload was simulated.
