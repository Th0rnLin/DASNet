--- design/flow/config.mk ---
export PLATFORM = sky130hd
export DESIGN_NAME = dsconv_block_batch_normalization_weights_memory
export DESIGN_NICKNAME = dsconv_block_batch_normalization_weights_memory
export VERILOG_FILES = /design/flow/design.v
export SDC_FILE = /design/flow/constraint.sdc
export NUM_CORES = 4
export LEC_CHECK = 1
export CORE_UTILIZATION = 30
export SYNTH_MEMORY_MAX_BITS = 65536
--- design/flow/constraint.sdc ---
current_design dsconv_block_batch_normalization_weights_memory

set clk_period 4.1
set clk_io_pct 0.2

create_clock -name clk0 -period $clk_period [get_ports {clk}]

set non_clock_inputs [all_inputs -no_clocks]
set_input_delay [expr $clk_period * $clk_io_pct] -clock clk0 $non_clock_inputs
set_output_delay [expr $clk_period * $clk_io_pct] -clock clk0 [all_outputs]
--- design/flow/design.v ---
`timescale 1ns/ 1ps
module dsconv_block_batch_normalization_weights_memory(
    input  wire                clk,
    input  wire                rst,
    input  wire                start,
    input  wire        [2: 0]  layer_sel,   
    input  wire        [3: 0]  filter_sel,  
    output reg  signed [17: 0] p,
    output reg  signed [35: 0] q,
    output reg                 ready
);
    reg signed [17: 0] ps [0: 7][0: 15];
    reg signed [35: 0] qs [0: 7][0: 15];
    initial begin
        ps[0][0]<=236; ps[0][1]<=172; ps[0][2]<=132; ps[0][3]<=166; ps[0][4]<=168; ps[0][5]<=154; ps[0][6]<=132; ps[0][7]<=249; ps[0][8]<=139; ps[0][9]<=425; ps[0][10]<=152; ps[0][11]<= 89; ps[0][12]<=236; ps[0][13]<=163; ps[0][14]<=198; ps[0][15]<=579; 
        ps[1][0]<=191; ps[1][1]<=186; ps[1][2]<=234; ps[1][3]<=150; ps[1][4]<=136; ps[1][5]<=123; ps[1][6]<=185; ps[1][7]<=133; ps[1][8]<=140; ps[1][9]<=191; ps[1][10]<=209; ps[1][11]<=175; ps[1][12]<=106; ps[1][13]<=231; ps[1][14]<=203; ps[1][15]<=200; 
        ps[2][0]<=246; ps[2][1]<=140; ps[2][2]<=172; ps[2][3]<=213; ps[2][4]<=230; ps[2][5]<=140; ps[2][6]<=201; ps[2][7]<=215; ps[2][8]<=144; ps[2][9]<=225; ps[2][10]<=154; ps[2][11]<=137; ps[2][12]<=486; ps[2][13]<=184; ps[2][14]<=106; ps[2][15]<=219; 
        ps[3][0]<=225; ps[3][1]<= 92; ps[3][2]<=490; ps[3][3]<=132; ps[3][4]<=318; ps[3][5]<=138; ps[3][6]<=303; ps[3][7]<=153; ps[3][8]<=226; ps[3][9]<=209; ps[3][10]<=199; ps[3][11]<=257; ps[3][12]<=168; ps[3][13]<=188; ps[3][14]<=261; ps[3][15]<=221; 
        ps[4][0]<=326; ps[4][1]<=241; ps[4][2]<=263; ps[4][3]<=330; ps[4][4]<=121; ps[4][5]<=351; ps[4][6]<=274; ps[4][7]<=361; ps[4][8]<=419; ps[4][9]<=280; ps[4][10]<=336; ps[4][11]<=164; ps[4][12]<=513; ps[4][13]<=173; ps[4][14]<=370; ps[4][15]<=517; 
        ps[5][0]<=208; ps[5][1]<=265; ps[5][2]<=222; ps[5][3]<=431; ps[5][4]<=180; ps[5][5]<=200; ps[5][6]<=425; ps[5][7]<=581; ps[5][8]<=217; ps[5][9]<=376; ps[5][10]<=295; ps[5][11]<=295; ps[5][12]<=107; ps[5][13]<=267; ps[5][14]<=501; ps[5][15]<=490; 
        ps[6][0]<=437; ps[6][1]<=146; ps[6][2]<=589; ps[6][3]<=524; ps[6][4]<=207; ps[6][5]<=453; ps[6][6]<=230; ps[6][7]<=208; ps[6][8]<=707; ps[6][9]<=375; ps[6][10]<=187; ps[6][11]<=173; ps[6][12]<=268; ps[6][13]<=293; ps[6][14]<=196; ps[6][15]<=143; 
        ps[7][0]<=119; ps[7][1]<= 57; ps[7][2]<= 43; ps[7][3]<= 81; ps[7][4]<= 77; ps[7][5]<= 79; ps[7][6]<= 65; ps[7][7]<= 79; ps[7][8]<= 95; ps[7][9]<= 54; ps[7][10]<=  0; ps[7][11]<= 74; ps[7][12]<= 53; ps[7][13]<=217; ps[7][14]<=173; ps[7][15]<= 67; 
        qs[0][0]<=-239327; qs[0][1]<=  12063; qs[0][2]<= -66655; qs[0][3]<=-186421; qs[0][4]<=-146331; qs[0][5]<=-163164; qs[0][6]<=-317053; qs[0][7]<=-213904; qs[0][8]<=-184505; qs[0][9]<=-221590; qs[0][10]<=-266562; qs[0][11]<=-147593; qs[0][12]<=-216496; qs[0][13]<=-209626; qs[0][14]<=-111305; qs[0][15]<=-432765; 
        qs[1][0]<=-182337; qs[1][1]<= -65071; qs[1][2]<=-239225; qs[1][3]<=-206252; qs[1][4]<=-183568; qs[1][5]<= -63007; qs[1][6]<= -69806; qs[1][7]<=-198324; qs[1][8]<= -94005; qs[1][9]<=-181681; qs[1][10]<=-183772; qs[1][11]<= -56093; qs[1][12]<= -68937; qs[1][13]<= -92047; qs[1][14]<=-269687; qs[1][15]<= -95759; 
        qs[2][0]<=-215624; qs[2][1]<=-157730; qs[2][2]<=-257839; qs[2][3]<= -72342; qs[2][4]<=-236647; qs[2][5]<= -95130; qs[2][6]<=-131875; qs[2][7]<=-243119; qs[2][8]<= -40168; qs[2][9]<=-239535; qs[2][10]<= -63345; qs[2][11]<=-186700; qs[2][12]<=-377536; qs[2][13]<=-205504; qs[2][14]<= -97008; qs[2][15]<=-356652; 
        qs[3][0]<=-213443; qs[3][1]<=    298; qs[3][2]<=-327019; qs[3][3]<=-107705; qs[3][4]<=-284009; qs[3][5]<= -18785; qs[3][6]<= -25144; qs[3][7]<=   9383; qs[3][8]<=-181302; qs[3][9]<=-286034; qs[3][10]<=-211413; qs[3][11]<= -26412; qs[3][12]<=-109279; qs[3][13]<=-364773; qs[3][14]<= -88984; qs[3][15]<=-211453; 
        qs[4][0]<=-146242; qs[4][1]<= -62590; qs[4][2]<=-161167; qs[4][3]<= -34877; qs[4][4]<=-125945; qs[4][5]<=-122515; qs[4][6]<= -52428; qs[4][7]<=-138221; qs[4][8]<= -79814; qs[4][9]<= -60503; qs[4][10]<=-141419; qs[4][11]<= -22962; qs[4][12]<=-197080; qs[4][13]<= -49508; qs[4][14]<=  -4018; qs[4][15]<=-110207; 
        qs[5][0]<=-236362; qs[5][1]<= -70321; qs[5][2]<=  -4949; qs[5][3]<= 110203; qs[5][4]<= -98666; qs[5][5]<=-125909; qs[5][6]<=-301350; qs[5][7]<=-163247; qs[5][8]<=  23081; qs[5][9]<=-115583; qs[5][10]<= -16336; qs[5][11]<=   8556; qs[5][12]<= -62175; qs[5][13]<=-101690; qs[5][14]<=-130276; qs[5][15]<=-125453; 
        qs[6][0]<=-140872; qs[6][1]<=  27677; qs[6][2]<=  74058; qs[6][3]<=-226021; qs[6][4]<= -35340; qs[6][5]<=-153929; qs[6][6]<=-108476; qs[6][7]<= -51247; qs[6][8]<= -32735; qs[6][9]<=  10768; qs[6][10]<= -46070; qs[6][11]<=-215627; qs[6][12]<=-121544; qs[6][13]<=-143107; qs[6][14]<= -12266; qs[6][15]<=  -6510; 
        qs[7][0]<=-178482; qs[7][1]<=-144889; qs[7][2]<= -21921; qs[7][3]<=-222833; qs[7][4]<=-246133; qs[7][5]<=-193177; qs[7][6]<=-140128; qs[7][7]<= -90629; qs[7][8]<= -69026; qs[7][9]<=-217123; qs[7][10]<=    471; qs[7][11]<=-218205; qs[7][12]<=-152177; qs[7][13]<=-112706; qs[7][14]<=-155701; qs[7][15]<=-188089; 
    end
    always@(posedge clk) begin
        if(rst) begin
            p    <=0;
            q    <=0;
            ready<=0;
        end else if(start) begin
            p    <=ps[layer_sel][filter_sel];
            q    <=qs[layer_sel][filter_sel];
            ready<=1;
        end
    end
endmodule
--- design/flow/run.sh ---
#!/bin/bash
# OpenROAD 26Q1-2900-gdf79404cd8, Yosys 0.63+post, stock flow scripts
make -C /OpenROAD-flow-scripts/flow DESIGN_CONFIG=/design/flow/config.mk WORK_HOME=/design/flow/orfs finish
==> results.py <==
# Synthesis and PnR figures
metrics = {
    "global_route": {
        "busiest_layer": "met2",
        "antenna_found_initial": 1,
        "use_met3_pct": 13.93,
        "grt_overflow": 0,
        "grt_max_degree": 72,
        "grt_pass1_vias": 8148,
        "grt_use_met2_pct": 60.24,
        "grt_use_met1_pct": 56.85,
        "grt_pass1_wl_mm": 63.16,
        "grt.total_usage_pct": 42.69,
    },
    "worst_hold_path": {
        "holdPathStages": 2,
        "min_path_type": "reg2reg",
    },
    "detailed_routing": {
        "ant_nets": 0,
        "route.detailed.wl_per_inst_um": 35.29,
        "vias": 8805,
        "routed_wl_mm": 44.65,
        "drt_pass1_iterations": 6,
        "drtIter0Drc": 1108,
        "via_per_inst": 6.960,
        "drc_errors": 0,
    },
    "die": {
        "row_count": 52,
        "die_w_um": 145.2,
        "coreArea_mm2": 0.02017,
        "io_pins": 65,
        "die_area_mm2": 0.02108,
        "initCoreUtil_pct": 30.50,
        "dieHeight_um": 145.2,
    },
    "setup_path": {
        "crit_type": "in2reg",
        "cp_num_cells": 9,
        "cpMostUsedCell": "buf_4",
        "crit_path_end": "q[11]",
        "cp-end-kind": "flip-flop",
        "path_cells": "clkdlybuf4s50_1 -> buf_4 -> ha_1 -> nor2b_1 -> nand2_1 -> nand3_1 -> a221oi_1 -> buf_4 -> a2111oi_2",
        "crit_arrival_ns": 3.84,
        "r2r-start": "q[2]",
        "reg2reg_depth": 4,
        "critical-path-slowest-cell": "nor2b_1",
        "critPathRequiredTime_ns": 4.29,
        "cpPeakStageDelay_ns": 0.73,
        "crit_fanout": 26,
        "worst-path-buf-inv": 3,
        "crit_start": "filter_sel[1]",
        "path_delay_family": "simple AND/OR/NAND/NOR gates",
        "r2r-end": "q[2]",
        "rrSetupSlack_ns": 3.01,
        "crit_path_start_kind": "input pin",
    },
    "yosys": {
        "yosysTopAreaCell": "dfxtp_1",
        "synth.top_cell.area_share_pct": 10.09,
        "ys_types": 78,
        "yosys_cells": 952,
        "yosysChipArea_mm2": 0.006152,
        "edf_count": 0,
        "ys_async_sr_fraction_pct": 0,
        "ys_seq_share_pct": 10.09,
        "area_leaders": "dfxtp_1 10%, o21ai_0 6.7%, a21oi_1 6.2%",
        "synth_area_per_cell_um2": 6.462,
        "ys.warnings.count": 1,
        "ys.flop_type": "dfxtp_1",
        "syn_inst": 952,
        "synth_area_mm2": 0.006152,
        "synth_flops": 31,
    },
    "power_and_ir_drop": {
        "p_leak_uw": 0.002653,
        "p_per_area_mw_per_mm2": 242.5,
        "ir_drop_uv": 126.3,
    },
    "timing": {
        "finalMaxSlewViolations": 0,
        "rsz0062_at_grt": "no",
        "worst_slew_pin_slew_ns": 1.003,
        "period_used_pct": 89.13,
        "slew_headroom_pct": 33.01,
        "setup_viol": 0,
        "fin_ws_ns": 0.4458,
        "fin_crit_ns": 3.654,
        "final_hold_viol_count": 0,
        "clock.fmax_mhz": 273.7,
        "tns_ns": 0,
        "finalClockSkew_ns": 0,
    },
    "layout": {
        "final-instance-count-excl-fill": 1265,
        "area_growth_syn_to_layout_pct": 19.59,
        "final_core_util_pct": 36.48,
        "postLayoutCellArea_mm2": 0.007357,
        "drive_gt1_share_pct": 14.19,
    },
    "clock_tree": {
        "ctsResizeCount": 0,
        "cts_max_level": 2,
        "cts_made_buffers": 5,
        "cts_sinks": 31,
        "root_buffer": "clkbuf_16",
        "hold_buffers": 0,
        "cts_setup_buffers": 0,
        "clk_path_buf_depth": 2,
        "cts.clk_slew.worst_paths_ns": 0.06,
        "insertion_delay_ns": 0.29,
        "cts_tree": "built",
    },
    "run_status": {
        "status": "finished, final reports clean",
    },
    "placement": {
        "portBuffers": 56,
        "place_ws_ns": 0.2919,
        "dp.cells": 1256,
        "dpl-instance-area_mm2": 0.007181,
        "finalWeightedCongestion": 1.116,
        "dpl.hpwl_mm": 32.94,
    },
    "flow_run": {
        "drv_cap": 0,
        "warning_count": 42,
    },
}
## cells by family (layout without fill, tap and decap cells)
kind of cell,Yosys count,after routing,synth area share (%)
multiplexers,7,7,1.546
buffers and inverters,148,183,12.73
AND-OR/OR-AND,373,373,41.45
other,1,9,0.06095
XOR/XNOR,2,2,0.2848
AND/OR/NAND/NOR,370,370,29.77
adder cells (fa/ha/maj),20,20,4.068
flip-flops,31,31,10.09
## layout make-up
type / count / area (um2)
Antenna cell: 1 / 2.502
Clock buffer: 6 / 138.9
Clock inverter: 2 / 35.03
Fill cell: 2216 / 12810
Inverter: 12 / 45.04
Multi-Input combinational cell: 780 / 4775
Sequential cell: 31 / 620.6
Tap cell: 270 / 337.8
Timing Repair Buffer: 163 / 1403
## stage by stage
step	hold WS, ns	total power (uW)
global placement	0.4469	1289
floorplan	0.4114	840.2
global route	0.4885	1831
detailed placement	0.4568	1265
CTS	0.4700	1748
finish	0.4683	1784
## worst reg2reg max path: stages (launching register included)
cell and delay, ns:
dfxtp_1 0.39, nand2_1 0.16, o211ai_1 0.16, a31oi_1 0.06, a221oi_1 0.23
## registers in the layout, indices dropped and copies added, names as in the netlist
name and cells:
p 10, q 20, ready 1
## cells in the final DEF (no fill, tap or decap), types with 20 or more instances in the layout
cell type,n
nand2b_1,41
dfxtp_1,31
nor3_1,45
o21ai_0,82
a21oi_1,76
ha_1,20
buf_4,104
nand3_1,34
clkdlybuf4s50_1,52
nand2_1,76
o211ai_1,21
a211oi_1,25
a31oi_1,29
nor2_1,87
a311oi_1,21
nor2b_1,27
## power by group
group / switching, uW / total (uW) / internal [uW]
sequential: 18.7 / 346 / 327
combinational: 628 / 965 / 338
clock: 170 / 473 / 303
## worst min path at each step
stage | end | slack, ns | start
6_report | p[6] | 0.47 | p[6]
5_1_grt | p[6] | 0.49 | p[6]
4_1_cts | p[6] | 0.47 | p[6]
## cells in the mapped netlist, drive strengths merged, types with 3 or more instances
library cell,count
nor2b,28
or3,5
nand2,76
dfxtp,31
a22oi,4
a2111oi,16
inv,11
a32o,3
a221oi,6
nand3b,4
o221ai,7
a211o,3
a31oi,29
o32ai,4
o311a,4
or2,8
nand3,34
a21oi,76
o31a,3
ha,20
o311ai,14
buf,80
a311oi,22
a311o,5
a221o,3
o211ai,21
mux2i,5
nor3,45
nand2b,42
a211oi,25
nor4,16
o22ai,10
o31ai,7
o21ai,83
clkbuf,56
a21o,3
nor2,90
o2111ai,8
and2,15
## metal layers
metal	share of wire (%)	vias to the layer above
li1	-	3665
met1	39	4075
met2	40	838
met3	13	225
met4	7.9	2
met5	0.034	-
Power and IR drop assume default switching activity.
