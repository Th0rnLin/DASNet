==> /design/flow/design.v <==
`timescale 1ns/ 1ps
module conv_encoder_batch_normalization_weights_memory(
    input  wire                clk,
    input  wire                rst,
    input  wire                start,
    input  wire        [3: 0]  filter_sel,  
    output reg  signed [17: 0] p,
    output reg  signed [35: 0] q,
    output reg                 ready
);
    reg signed [17: 0] ps [0: 15];
    reg signed [35: 0] qs [0: 15];
    initial begin
        ps[0 ]<= 83; ps[1 ]<= 17; ps[2 ]<= 58; ps[3 ]<= 45; ps[4 ]<= 37;
        ps[5 ]<=146; ps[6 ]<= 19; ps[7 ]<=100; ps[8 ]<= 45; ps[9 ]<= 24;
        ps[10]<=159; ps[11]<= 20; ps[12]<=199; ps[13]<= 15; ps[14]<= 23;
        ps[15]<= 13;
        qs[0 ]<= 689350; qs[1 ]<=  95339; qs[2 ]<=-182562; qs[3 ]<=1079762; qs[4 ]<=-940091;
        qs[5 ]<=  -7386; qs[6 ]<=  48137; qs[7 ]<= 817624; qs[8 ]<=-996072; qs[9 ]<= 899001;
        qs[10]<= 684621; qs[11]<= -60764; qs[12]<= 125788; qs[13]<= 632251; qs[14]<=-661095;
        qs[15]<=-791652;
    end
    always@(posedge clk) begin
        if(rst) begin
            p    <=0;
            q    <=0;
            ready<=0;
        end else if(start) begin
            p    <=ps[filter_sel];
            q    <=qs[filter_sel];
            ready<=1;
        end
    end
endmodule
==> /design/flow/run.sh <==
#!/bin/bash
# OpenROAD 26Q1-2900-gdf79404cd8, Yosys 0.63+post, stock flow scripts
make -C /OpenROAD-flow-scripts/flow DESIGN_CONFIG=/design/flow/config.mk WORK_HOME=/design/flow/orfs finish
==> /design/flow/config.mk <==
export PLATFORM = sky130hd
export DESIGN_NAME = conv_encoder_batch_normalization_weights_memory
export DESIGN_NICKNAME = conv_encoder_batch_normalization_weights_memory
export VERILOG_FILES = /design/flow/design.v
export SDC_FILE = /design/flow/constraint.sdc
export NUM_CORES = 4
export LEC_CHECK = 1
export CORE_AREA = 10 10 112 112
export DIE_AREA = 0 0 122 122
==> /design/flow/constraint.sdc <==
current_design conv_encoder_batch_normalization_weights_memory

set clk_period 1.7
set clk_io_pct 0.2

create_clock -name clk0 -period $clk_period [get_ports {clk}]

set non_clock_inputs [all_inputs -no_clocks]
set_input_delay [expr $clk_period * $clk_io_pct] -clock clk0 $non_clock_inputs
set_output_delay [expr $clk_period * $clk_io_pct] -clock clk0 [all_outputs]
==> flow_metrics.tcl <==
# metrics dict for downstream scripts
set metrics [dict create \
    die_h_um 122 \
    rsz0062_at_grt "no" \
    final.fill_count 1067 \
    io_pins 62 \
    period_minus_slack_ns 1.56 \
    grt_pass1_vias 1796 \
    drt_iter0_markers 122 \
    syn_inst 239 \
    cp-start-kind "input port" \
    cts_tree "yes" \
    instances_no_fill 440 \
    reg2reg_to "q[34]" \
    final-comb-area_um2 1080 \
    synthSimpleGateAreaFrac_pct 16.8 \
    slowest_stage "clkdlybuf4s50_1" \
    critical_path_required_ns 1.85 \
    worst_clock_skew_ns 0 \
    numPortBuffers 51 \
    max_stage_delay_ns 0.60 \
    drtPass1Iterations 4 \
    antenna_found_initial 0 \
    crit_chain "clkdlybuf4s50_1, inv_2, buf_4, o311ai_1, a21oi_1" \
    maxCapViolCount 0 \
    hp-start "q[6]" \
    r2r_cells 2 \
    clk_pin_slew_ns 0.06 \
    finalHoldViolations 0 \
    ir_worst_vdd_mv 0.260 \
    core_util_floorplan_pct 19.1 \
    topCombFamilyByArea "AND-OR/OR-AND gates" \
    finalCritPeriodShare_pct 91.5 \
    cts_max_level 2 \
    cts_sinks 31 \
    hold_path_class "reg2reg" \
    netlist-cell-type-count 37 \
    syn_area_um2 1960 \
    crit_family "buffers and inverters" \
    design.core.area_um2 10200 \
    dp_hpwl_um 4840 \
    synthXorXnorAreaFrac_pct 0.448 \
    arrival_ns 1.70 \
    hold_depth 2 \
    adder_share_pct 8.31 \
    viasPerCell 4.21 \
    max_freq_ghz 0.643 \
    dpl.cell_count 430 \
    finalPower_mw 2.05 \
    gp_congestion 0.878 \
    edf_count 0 \
    powerDensity_nw_per_um2 718 \
    drtAntennaViolNets 0 \
    regArea_um2 624 \
    synth-async-reset-ratio_pct 0 \
    num_rows 37 \
    status "completed" \
    grt_remaining_overflow 0 \
    path_max_fanout 10 \
    leakagePower_nw 1.15 \
    pre_cts_slack_ns -0.298 \
    r2r-start "q[34]" \
    worstSetupPathType "in2reg" \
    hold_slack_ns 0.472 \
    die_w_um 122 \
    root_buffer "clkbuf_8" \
    ys_chip_area_um2 1960 \
    cp_num_buf_inv 3 \
    ys_seq_share_pct 31.7 \
    final_cell_area_um2 2850 \
    die_area_um2 14900 \
    tool_warnings 35 \
    reg2reg_slack_ns 0.89 \
    cts-buffers-inserted 5 \
    clock_latency_ns 0.28 \
    mux_share_pct 5.37 \
    area_delta_synth_final_pct 45.8 \
    syn_avg_cell_area_um2 8.19 \
    antenna_cells 0 \
    yosys_cells 239 \
    grt_usage_pct 8.05 \
    finalWorstSetupSlack_ns 0.145 \
    aoi_share_pct 21.5 \
    synth_warnings 1 \
    finalSetupTns_ns 0 \
    grt_max_degree 27 \
    finish.utilization_pct 27.9 \
    wire_per_inst_um 14.0 \
    drv_slew 0 \
    drc_errors 0 \
    end_kind "register" \
    place_area_um2 2710 \
    vias 1851 \
    synth_flops 31 \
    drive_gt1_share_pct 19.7 \
    hold_buffers 0 \
    hold-path-endpoint "q[6]" \
    finalSetupViolations 0 \
    cts_buffer_depth 2 \
    ff_type "dfxtp_1" \
    grt_pass1_wl_um 9770 \
    wirelength_um 6160 \
]
[routing by layer]
layer	share of wire [%]	global-route usage, %	routed length (um)	vias up
li1	-	-	-	931
met5	0	0	0	-
met4	1.0	1.19	64	0
met3	7.1	1.97	440	6
met2	44	12.4	2720	64
met1	48	11.5	2930	850
[cells by family after synthesis]
| group | Yosys count |
|---|---|
| AND/OR/NAND/NOR | 73 |
| AND-OR/OR-AND | 63 |
| buffers and inverters | 49 |
| flip-flops | 31 |
| adder cells (fa/ha/maj) | 13 |
| multiplexers | 8 |
| other | 1 |
| XOR/XNOR | 1 |
[report_power, final]
part           switching, mW  total [mW]  internal [mW]
clock network          0.270       0.699          0.429
registers             0.0367       0.819          0.782
logic                  0.220       0.532          0.311
[registers in the layout (all words and copies together), names as in the netlist]
name,flops
q,22
p,8
ready,1
[cells in the final DEF, fill, tap and decap left out, types with 5 or more instances in the layout]
| cell | synthesis | routed |
|---|---|---|
| dfxtp_1 | 31 | 30 |
| nand2_1 | 16 | 16 |
| a211oi_1 | 9 | 9 |
| conb_1 | 1 | 10 |
| nor2_1 | 31 | 31 |
| o211ai_1 | 6 | 6 |
| mux2i_1 | 6 | 6 |
| clkdlybuf4s50_1 | 0 | 49 |
| nor3_1 | 5 | 5 |
| o22ai_1 | 7 | 7 |
| a21oi_1 | 18 | 17 |
| clkbuf_8 | 0 | 5 |
| buf_4 | 28 | 37 |
| nand2b_1 | 13 | 13 |
| ha_1 | 13 | 11 |
[timing repair]
item	CTS	global route
buffers inserted	0	3
resized	2	7
endpoints found under the hold margin	0	0
setup endpoints to repair	16	18
cloned	0	0
pin swaps	0	2
[how the worst max path moves through the flow]
stage	cells past startpoint	to	slack, ns	start
final	5	q[6]	0.14	filter_sel[3]
after global routing	5	q[6]	0.07	filter_sel[3]
after CTS	6	q[10]	0.01	filter_sel[0]
[worst register-to-register path, cell delays in order (launching register included)]
cell	delay (ns)
dfxtp_4	0.43
mux2i_1	0.09
a211oi_1	0.20
[layout make-up]
| class | count | share of cell area, % |
|---|---|---|
| flip-flops and latches | 31 | 21.9 |
| inverters | 7 | 0.921 |
| clock buffers | 6 | 2.54 |
| well taps | 136 | 5.96 |
| multi-input cells | 168 | 38.0 |
| repair buffers | 91 | 29.6 |
| clock inverters | 1 | 1.05 |
[synthesized netlist by cell type (2+ instances only)]
cell,number,area (um^2)
o21ai_0,3,15.0
nor3_1,5,25.0
o21ai_1,4,20.0
dfxtp_1,31,621
buf_6,2,22.5
inv_2,2,7.51
nand3_1,4,20.0
a21oi_1,18,90.1
nand2_1,16,60.1
a311oi_1,4,35.0
a211oi_1,9,67.6
ha_1,13,163
nand2b_1,13,81.3
o211ai_1,6,45.0
buf_4,28,210
nor2_1,31,116
o22ai_1,7,43.8
o311ai_1,3,26.3
mux2i_1,6,60.1
clkbuf_1,10,37.5
buf_2,2,10.0
a21o_1,2,15.0
inv_1,5,18.8
mux4_2,2,45.0
